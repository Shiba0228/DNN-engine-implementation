### design.v
module GD(inG,ls,gd);
input signed[18:0] inG,ls;
output signed[18:0] gd;
assign gd = (-2)*inG*ls;
endmodule
### run.sh
#!/bin/bash
# OpenROAD 26Q1-2900-gdf79404cd8, Yosys 0.63+post, stock flow scripts
make -C /OpenROAD-flow-scripts/flow DESIGN_CONFIG=/design/flow/config.mk WORK_HOME=/design/flow/orfs finish
### config.mk
export PLATFORM = sky130hd
export DESIGN_NAME = GD
export DESIGN_NICKNAME = GD
export VERILOG_FILES = /design/flow/design.v
export SDC_FILE = /design/flow/constraint.sdc
export NUM_CORES = 4
export LEC_CHECK = 1
export CORE_UTILIZATION = 50
### constraint.sdc
current_design GD

set clk_period 18.9
set clk_io_pct 0.2

create_clock -name clk0 -period $clk_period

set non_clock_inputs [all_inputs -no_clocks]
set_input_delay [expr $clk_period * $clk_io_pct] -clock clk0 $non_clock_inputs
set_output_delay [expr $clk_period * $clk_io_pct] -clock clk0 [all_outputs]
==> impl_metrics.csv <==
group,metric,value,unit
outcome,status,"finished, final reports clean",
layout,logic_area,0.00472,mm²
power_and_ir_drop,powerDensity,197,mW/mm²
placed_design,pre_cts_ws,4.06,ns
timing,relSlewSlack,38.8,%
floorplan,fp_util,51.7,%
worst_setup_path,cp.arrival,11.01,ns
power_and_ir_drop,leakage,2.98,nW
global_routing,grt_max_degree,19,
worst_setup_path,endpoint_kind,"output pin",
global_routing,gr-usage-all-layers,23.2,%
yosys,synthCells,624,
floorplan,die_w,105,µm
timing,rsz0062_at_grt,"no",
min_path,min_path_type,"in -> out",
timing,tns,0,ns
placed_design,place_area,0.00602,mm²
routing,drtAntennaViolNets,0,
floorplan,row_count,37,
timing,finalHoldViolCount,0,
yosys,yosys_warnings,0,
clock_tree,cts_setup_buffers,0,
layout,drive_gt1_share,1.65,%
layout,final_util,58.4,%
layout,design_area,0.00602,mm²
job,tool_warnings,34,
floorplan,num_io_pins,57,
floorplan,die_area,0.0111,mm²
yosys,synth.distinct_cells,30,
min_path,hold_end,"gd[1]",
worst_setup_path,start_kind,"input port",
routing,via_count,3869,
layout,regArea,0,µm²
routing,diodes,0,
timing,maxSlewViolCount,0,
layout,ff_count,0,
floorplan,die.size.y,105,µm
placed_design,dp_hpwl,8890,µm
timing,period_used_share,78.3,%
worst_setup_path,cp_max_fo,8,
worst_setup_path,path_class,"in -> out",
placed_design,dp.cells,801,
yosys,yosys-stat-cells,624,
min_path,hold_path_depth,4,
worst_setup_path,cp_slowest_cell,"fa_1",
yosys,synth_area,0.00534,mm²
routing,drt_iter0_markers,135,
min_path,hold_start,"inG[0]",
placed_design,io_buffers,54,
worst_setup_path,cpPeakStageDelay,0.51,ns
global_routing,grt_pass1_vias,4118,
routing,wl_per_cell,13.3,µm
worst_setup_path,crit_buf_inv,5,
worst_setup_path,crit_required,15.12,ns
clock_tree,hold_buffers,0,
timing,setup_viol,0,
global_routing,grt_pass1_wl,19300,µm
timing,worstMarginPinSlew,0.915,ns
worst_setup_path,crit_family,"adder cells",
clock_tree,cts_resized,0,
layout,final_cells,801,
placed_design,gp_congestion,0.882,
layout,fill_cells,924,
routing,vias_per_cell,4.83,
timing,fin_crit,14.79,ns
global_routing,grt.overflow.total,0,
yosys,postSynthAreaPerCell,8.56,µm²
job,maxCapViolations,0,
routing,drt-pass1-iter-count,6,
timing,timing.fmax,67.6,MHz
worst_setup_path,path_common_cell,"xnor2_1",
routing,routed_wl,10600,µm
timing,setup_slack,4.11,ns
timing,hold_ws,8.81,ns
routing,drc,0,
power_and_ir_drop,ir_drop,0.359,mV
yosys,yosys_area,0.00534,mm²
global_routing,antenna_found_initial,0,
layout,area_delta_synth_final,12.8,%
floorplan,core,0.0103,mm²
layout,clkbuf_count,0,
yosys,yosysSeqAreaShare,0,%
power_and_ir_drop,power,1.19,mW
[routing by layer]
layer	up-vias	share of wire [%]	wire length [µm]	track usage [%]
met5	-	0	0	2.86
met4	0	1.7	181	3.12
met3	7	5.9	632	4.10
met2	104	43	4520	34.2
met1	1842	50	5300	39.0
li1	1916	-	-	-
[cells by family after synthesis]
kind of cell    share of synthesized area [%]
simple gates                             19.7
compound gates                           2.32
buf+inv                                  11.7
other cells                            0.0702
xor+xnor                                 9.84
fa+ha+maj                                56.4
[worst max-delay path by stage]
| stage | from | end | slack, ns | depth (start not counted) |
|---|---|---|---|---|
| 4_1_cts | inG[2] | gd[18] | 4.06 | 26 |
| 5_1_grt | inG[2] | gd[18] | 3.59 | 26 |
| 6_report | inG[2] | gd[18] | 4.11 | 26 |
[synthesized netlist by cell type, drive strengths merged]
cell type	instances	area [µm²]
a211o	1	8.76
a21boi	1	7.51
a21o	1	7.51
a21oi	6	30.0
a311o	1	10.0
and2	90	563
buf	1	7.51
clkbuf	19	71.3
conb	1	3.75
fa	108	2160
ha	68	851
inv	145	544
nand2	84	315
nand3	3	15.0
nand3b	1	7.51
nor2	11	41.3
nor2b	2	12.5
nor3	5	41.3
nor3b	1	7.51
nor4	3	18.8
o211a	1	10.0
o21a	1	7.51
o21ai	4	20.0
o21bai	3	22.5
or3	1	6.26
or4	2	22.5
xnor2	50	438
xor2	10	87.6
[cells in the final DEF, fill, tap and decap left out, types with 4 or more instances in the layout]
master | synthesis | final
a21oi_1 | 6 | 6
and2_1 | 90 | 90
buf_4 | 1 | 7
clkdlybuf4s50_1 | 0 | 54
fa_1 | 108 | 108
ha_1 | 68 | 68
inv_1 | 145 | 145
nand2_1 | 84 | 84
nor2_1 | 11 | 11
o21ai_0 | 4 | 4
xnor2_1 | 50 | 50
xor2_1 | 10 | 10
[final cells by class]
class                           count  area share (%)
Tap cell                          136            2.82
Multi-Input combinational cell    459            78.3
Inverter                          145            9.03
Timing Repair Buffer               61            9.84
[where the power goes]
group          internal, mW  switching [mW]
Sequential                0               0
Combinational         0.697           0.493
Clock                     0               0
Power figures rest on the tool's default switching activity, not on a simulated workload.
