<file path="design/flow/run.sh">
#!/bin/bash
# OpenROAD 26Q1-2900-gdf79404cd8, Yosys 0.63+post, stock flow scripts
make -C /OpenROAD-flow-scripts/flow DESIGN_CONFIG=/design/flow/config.mk WORK_HOME=/design/flow/orfs finish
</file>
<file path="design/flow/config.mk">
export PLATFORM = sky130hd
export DESIGN_NAME = weight
export DESIGN_NICKNAME = weight
export VERILOG_FILES = /design/flow/design.v
export SDC_FILE = /design/flow/constraint.sdc
export NUM_CORES = 4
export LEC_CHECK = 1
export CORE_UTILIZATION = 40
</file>
<file path="design/flow/constraint.sdc">
current_design weight

set clk_period 35.6
set clk_io_pct 0.2

create_clock -name clk0 -period $clk_period

set non_clock_inputs [all_inputs -no_clocks]
set_input_delay [expr $clk_period * $clk_io_pct] -clock clk0 $non_clock_inputs
set_output_delay [expr $clk_period * $clk_io_pct] -clock clk0 [all_outputs]
</file>
<file path="design/flow/design.v">
module weight(gd,wb,wa);
input signed[18:0] gd,wb;
output signed[18:0] wa;
assign wa = wb - (gd/100);   
endmodule
</file>
==> Changelog: implementation <==
### Changed

* Post-CTS sizing at 0
* # diodes at 0
* Vias in the first global route at 4,243
* IO Pins at 57
* Final hold vios at 0
* Worst Path Class, Setup: primary input to primary output
* Area leader share at 7.48%
* Delay-heaviest family, CP: AND-OR/OR-AND gates
* Yosys top cell by area: xnor2_1
* Total negative slack at 0 ns
* Setup bufs post-CTS at 0
* Hold_buf cts at 0
* Final GP Congestion at between 0.9 and 1
* Core Util at FP at 41.5%
* Area reported by Yosys stat at about 4100 um2
* Fin crit period at between 20 and 30 ns
* Total number of vias at 4,714
* Worst Tran Pin Value at between 0.8 and 0.9 ns
* Number of remaining DRC errors at 0
* Post-synthesis cell count at ~570
* Tcrit/Tclk final at 81.4%
* Outcome: complete, no violations
* Grt total ovfl at 0
* GRT Total Usage at about 24%
* Die Width at 103 um
* Most frequent logic cell in the layout: clkdlybuf4s50_1
* Slowest stage cell, crit path: a21oi_1
* Worst slew margin at roughly 44%
* Unrepaired setup endpoints after global routing: false
* Wire length per cell at about 17 um
* Flops at 0
* Yosys Instances at ~570
* Tool warnings at 33
* Hold endpoint: wa[0]
* Most used cell along the critical path: a21o_1
* Worst Hold Launch: wb[0]
* Final setup fails at 0
* Cell Area, Synth at about 4100 um2
* Syn-to-layout area delta at 16.9%
* Number of synthesis warnings at 0
* Mean Syn Cell Area at ~7 um2
* Via/cell ratio at between 6 and 7
* Total iterations of the first detailed-routing run at 5
* Largest net degree at the start of global routing at 32
* Max Fanout on Critical Path at 10
* Maxcap violations at 0
* Startpoint types: primary input
* Port bufs at 57
* Fin. max-slew vios at 0
* Die area at about 11,000 um2
* Final WL at roughly 12,000 um
* Hold Path Depth at 5
* Yosys cell types at roughly 100
* Worst hold path type: primary input to primary output
* DP HPWL at 10,200 um
* Most frequent cells in the layout: clkdlybuf4s50_1, nand2_1, nor2_1
* Largest cells by area: xnor2_1, xor2_1, ha_1, a21o_1, a21oi_1
* Maximum clock rate at 34.5 MHz
* CLK BUF at 0
* First-iteration detailed-routing DRC count at approximately 250
* Worst EP arrival at 21.84 ns
* Initial antenna violation count at 0
* CP Data Required Time at ~28 ns
* Design Area, Final at about 4800 um2
* FF/Latch Area at 0 um2
* Dpl cell area at between 4000 and 5000 um2
* Crit end category: primary output
* Die Y at between 100 and 150 um
* Rows at 36
* First-pass GRT wire length at between 20,000 and 25,000 um
* Core area at about 10000 um2
* Post-synthesis sequential area ratio at 0%
* Remaining antenna violation count at 0
* Layout cells sized above 1 at 9.56%
* Final core occ at 48.6%
* Max incr delay on CP at around 0.67 ns
* Buf/Inv on CP at 2
[how the worst max path moves through the flow]
stage                 startpoint  slack (ns)  depth (start not counted)     end
after CTS                  gd[7]        6.79                         54  wa[18]
after global routing       gd[7]        5.48                         54  wa[18]
final                      gd[7]        6.64                         54  wa[18]
[layout make-up]
| class | count | area (um2) |
|---|---|---|
| fillers | 991 | 5070 |
| multi-input cells | 545 | 3980 |
| repair buffers | 63 | 616 |
| well taps | 133 | 166 |
| inverters | 9 | 33.8 |
[routing by layer]
metal / track usage, % / part of all wire (%)
met2: 41.2 / 46
met5: 0 / 0
met4: 1.63 / 0.27
met3: 1.64 / 5.6
met1: 35.6 / 48
[synthesized netlist by cell type (10+ instances only)]
library cell  instances
a211oi_1             13
a21o_1               32
a21oi_1              35
a31oi_1              11
clkbuf_1             11
ha_1                 20
nand2_1              46
nand3_1              17
nor2_1               36
nor3_1               15
o211ai_1             16
o21ai_0              33
o31ai_1              10
or2_2                12
or3_1                10
xnor2_1              35
xor2_1               33
[tightest hold or removal path, delay by kind of cell]
kind | cells | cell delay, ns
buffers and inverters | 4 | 0.88
adder cells (fa/ha/maj) | 1 | 0.12
[cell families (layout without fill, tap and decap cells)]
logic type	after synthesis	in the layout	synth area share, %
AND/OR/NAND/NOR	197	197	25.7
multiplexers	2	2	0.519
AND-OR/OR-AND	256	256	49.4
adder cells (fa/ha/maj)	22	22	6.84
XOR/XNOR	68	68	14.5
buffers and inverters	26	72	2.99
[stage by stage]
step           hold WS (ns)  cells  setup slack [ns]
2_1_floorplan         14.37    571              9.03
3_3_place_gp          15.25    750              6.84
3_5_place_dp          15.26    750              6.84
4_1_cts               15.26    750              6.79
5_1_grt               15.33    750              5.48
6_report              15.25    750              6.64
